===== constraint.sdc =====
current_design fft8

set clk_period 13.6
set clk_io_pct 0.2

create_clock -name clk0 -period $clk_period

set non_clock_inputs [all_inputs -no_clocks]
set_input_delay [expr $clk_period * $clk_io_pct] -clock clk0 $non_clock_inputs
set_output_delay [expr $clk_period * $clk_io_pct] -clock clk0 [all_outputs]

===== design.v =====
module test_fft8( 
);
	reg signed [11:0]  Te1;
	reg signed [11:0]  Te2;
	reg signed [11:0]  Te3;
	reg signed [11:0]  Te4;
	reg signed [11:0]  Te5;
	reg signed [11:0]  Te6;
	reg signed [11:0]  Te7;
	reg signed [11:0]  Te8;
	   wire signed [11:0]  Ter0;
	   wire signed [11:0]  Ter1;
	   wire signed [11:0]  Ter2;
	   wire signed [11:0]  Ter3;
	   wire signed [11:0]  Ter4;
	   wire signed [11:0]  Ter5;
	   wire signed [11:0]  Ter6;
	   wire signed [11:0]  Ter7;
	   wire signed [11:0]  Tei0;
	   wire signed [11:0]  Tei1;
	   wire signed [11:0]  Tei2;
	   wire signed [11:0]  Tei3;
	   wire signed [11:0]  Tei4;
	   wire signed [11:0]  Tei5;
	   wire signed [11:0]  Tei6;
	   wire signed [11:0]  Tei7;
	fft8 m0(
	.Ar0(Te1),.Ar1(Te2),.Ar2(Te3),.Ar3(Te4),.Ar4(Te5),.Ar5(Te6),.Ar6(Te7),.Ar7(Te8),
	.Yr0(Ter0),.Yr1(Ter1),.Yr2(Ter2),.Yr3(Ter3),.Yr4(Ter4),.Yr5(Ter5),.Yr6(Ter6),.Yr7(Ter7),
	.Yi0(Tei0),.Yi1(Tei1),.Yi2(Tei2),.Yi3(Tei3),.Yi4(Tei4),.Yi5(Tei5),.Yi6(Tei6),.Yi7(Tei7)
	);
	initial begin
	Te1=12'd10;
	Te2=12'd5;
	Te3=-12'd10;
	Te4=12'd12;	
	Te5=-12'd15;	
	Te6=12'd14;
	Te7=12'd0;
	Te8=-12'd9;
	#5$display("The values of input are %3d , %3d , %3d , %3d , %3d , %3d , %3d , %3d and the values of the ouputs are %3d+%3di , %3d+%3di , %3d+%3di , %3d+%3di , %3d+%3di , %3d+%3di , %3d+%3di , %3d+%3di ",Te1,Te2,Te3,Te4,Te5,Te6,Te7,Te8,Ter0,Tei0,Ter1,Tei1,Ter2,Tei2,Ter3,Tei3,Ter4,Tei4,Ter5,Tei5,Ter6,Tei6,Ter7,Tei7);
	end
endmodule
module fft8(
Ar0,Ar1,Ar2,Ar3,Ar4,Ar5,Ar6,Ar7, 
Yr0,Yr1,Yr2,Yr3,Yr4,Yr5,Yr6,Yr7, 
Yi0,Yi1,Yi2,Yi3,Yi4,Yi5,Yi6,Yi7
);	
	parameter TEN=+12'd10;
	input  wire signed [11:0]  Ar0;
	input  wire signed [11:0]  Ar1;
	input  wire signed [11:0]  Ar2;
	input  wire signed [11:0]  Ar3;
	input  wire signed [11:0]  Ar4;
	input  wire signed [11:0]  Ar5;
	input  wire signed [11:0]  Ar6;
	input  wire signed [11:0]  Ar7;
	output  wire signed [11:0]  Yr0;
	output  wire signed [11:0]  Yr1;
	output  wire signed [11:0]  Yr2;
	output  wire signed [11:0]  Yr3;
	output  wire signed [11:0]  Yr4;
	output  wire signed [11:0]  Yr5;
	output  wire signed [11:0]  Yr6;
	output  wire signed [11:0]  Yr7;
	output  wire signed [11:0]  Yi0;
	output  wire signed [11:0]  Yi1;
	output  wire signed [11:0]  Yi2;
	output  wire signed [11:0]  Yi3;
	output  wire signed [11:0]  Yi4;
	output  wire signed [11:0]  Yi5;
	output  wire signed [11:0]  Yi6;
	output  wire signed [11:0]  Yi7;
	reg signed [11:0] Wr0=12'd10; 
	reg signed [11:0] Wi0=12'd0;
	reg signed [11:0] Wr1=12'd7; 
	reg signed [11:0] Wi1=12'd7;
	reg signed [11:0] Wr2=12'd0; 
	reg signed [11:0] Wi2=12'd10;
	reg signed [11:0] Wr3= -12'd7; 
	reg signed [11:0] Wi3=12'd7;
	wire signed [11:0] Sr0; 
	wire signed [11:0] Si0;
	wire signed [11:0] Sr1; 
	wire signed [11:0] Si1;
	wire signed [11:0] Sr2; 
	wire signed [11:0] Si2;
	wire signed [11:0] Sr3; 
	wire signed [11:0] Si3;
	wire signed [11:0] Qr0; 
	wire signed [11:0] Qi0;
	wire signed [11:0] Qr1; 
	wire signed [11:0] Qi1;
	wire signed [11:0] Qr2; 
	wire signed [11:0] Qi2;
	wire signed [11:0] Qr3; 
	wire signed [11:0] Qi3;
	wire signed [11:0] Mr0; 
	wire signed [11:0] Mi0;
	wire signed [11:0] Mr1; 
	wire signed [11:0] Mi1;
	wire signed [11:0] Mr2; 
	wire signed [11:0] Mi2;
	wire signed [11:0] Mr3; 
	wire signed [11:0] Mi3;
	fft4 u0(
	.Cin0(Ar0),.Cin1(Ar2),.Cin2(Ar4),.Cin3(Ar6),
	.COur0(Sr0),.COur1(Sr1),.COur2(Sr2),.COur3(Sr3), 
	.COui0(Si0),.COui1(Si1),.COui2(Si2),.COui3(Si3)
	);
	fft4 u1(
	.Cin0(Ar1),.Cin1(Ar3),.Cin2(Ar5),.Cin3(Ar7),
	.COur0(Qr0),.COur1(Qr1),.COur2(Qr2),.COur3(Qr3),
	.COui0(Qi0),.COui1(Qi1),.COui2(Qi2),.COui3(Qi3)
	);
	Mul2Comp w0(
	.Ar(Wr0),.Ai(Wi0),
	.Br(Qr0),.Bi(Qi0),
	.Yr(Mr0),.Yi(Mi0)
	);
	Mul2Comp w1(
	.Ar(Wr1),.Ai(Wi1),
	.Br(Qr1),.Bi(Qi1),
	.Yr(Mr1),.Yi(Mi1)
	);
	Mul2Comp w2(
	.Ar(Wr2),.Ai(Wi2),
	.Br(Qr2),.Bi(Qi2),
	.Yr(Mr2),.Yi(Mi2)
	);
	Mul2Comp w3(
	.Ar(Wr3),.Ai(Wi3),
	.Br(Qr3),.Bi(Qi3),
	.Yr(Mr3),.Yi(Mi3)
	);
	assign Yr0=(Sr0*TEN)+Mr0;
	assign Yi0=(Si0*TEN)+Mi0;
	assign Yr1=(Sr1*TEN)+Mr1;
	assign Yi1=(Si1*TEN)+Mi1;
	assign Yr2=(Sr2*TEN)+Mr2;
	assign Yi2=(Si2*TEN)+Mi2;
	assign Yr3=(Sr3*TEN)+Mr3;
	assign Yi3=(Si3*TEN)+Mi3;
	assign Yr4=(Sr0*TEN)-Mr0;
	assign Yi4=(Si0*TEN)-Mi0;
	assign Yr5=(Sr1*TEN)-Mr1;
	assign Yi5=(Si1*TEN)-Mi1;
	assign Yr6=(Sr2*TEN)-Mr2;
	assign Yi6=(Si2*TEN)-Mi2;
	assign Yr7=(Sr3*TEN)-Mr3;
	assign Yi7=(Si3*TEN)-Mi3;
endmodule
module fft4(
Cin0,Cin1,Cin2,Cin3,
COur0,COur1,COur2,COur3,
COui0,COui1,COui2,COui3
);
	input signed [11:0] Cin0;
	input signed [11:0] Cin1;
	input signed [11:0] Cin2;
	input signed [11:0] Cin3;
	wire [11:0] Cin0;
	wire [11:0] Cin1;
	wire [11:0] Cin2;
	wire [11:0] Cin3;
	output signed [11:0] COur0;
	output signed [11:0] COur1;
	output signed [11:0] COur2;
	output signed [11:0] COur3;
	output signed [11:0] COui0;
	output signed [11:0] COui1;
	output signed [11:0] COui2;
	output signed [11:0] COui3;
	wire [11:0] COur0;
	wire [11:0] COur1;
	wire [11:0] COur2;
	wire [11:0] COur3;
	wire [11:0] COui0;
	wire [11:0] COui1;
	wire [11:0] COui2;
	wire [11:0] COui3;
	wire signed [11:0] Cat0; 
	wire signed [11:0] Cat1;
	wire signed [11:0] Cat2;
	wire signed [11:0] Cat3;
	fft2 u0(.Fin0(Cin0),.Fin1(Cin2),.Fout0(Cat0),.Fout1(Cat1));
	fft2 u1(.Fin0(Cin1),.Fin1(Cin3),.Fout0(Cat2),.Fout1(Cat3));
	assign COur0=Cat0+Cat2;
	assign COui0=0;
	assign COur1=Cat1;
	assign COui1=Cat3;
	assign COur2=Cat0-Cat2;
	assign COui2=0;
	assign COur3=Cat1;
	assign COui3= -Cat3;
endmodule
module fft2(
Fin0,Fin1,Fout0,Fout1
);
	input signed [11:0] Fin0;
	input signed [11:0] Fin1;
	output signed [11:0] Fout0;
	output signed [11:0] Fout1;
	wire [11:0] Fin0;
	wire [11:0] Fin1;
	wire [11:0] Fout0;
	wire [11:0] Fout1;
	assign Fout0=Fin0+Fin1;
	assign Fout1=Fin0-Fin1;
endmodule
module Mul2Comp(Ar,Ai,Br,Bi,Yr,Yi);
	input wire [11:0] Ar;
	input wire [11:0] Ai;
	input wire [11:0] Br;
	input wire [11:0] Bi;
	output [11:0] Yr;
	output [11:0] Yi;
	wire [11:0] Yr;
	wire [11:0] Yi;
	assign Yr=(Ar*Br)-(Ai*Bi);
	assign Yi=(Ar*Bi)+(Ai*Br);
endmodule

===== run.sh =====
#!/bin/bash
# OpenROAD 26Q1-2900-gdf79404cd8, Yosys 0.63+post, stock flow scripts
make -C /OpenROAD-flow-scripts/flow DESIGN_CONFIG=/design/flow/config.mk WORK_HOME=/design/flow/orfs finish

===== config.mk =====
export PLATFORM = sky130hd
export DESIGN_NAME = fft8
export DESIGN_NICKNAME = fft8
export VERILOG_FILES = /design/flow/design.v
export SDC_FILE = /design/flow/constraint.sdc
export NUM_CORES = 4
export LEC_CHECK = 1
export CORE_UTILIZATION = 40

==> ds_physical_params.txt <==
Summary of implementation characteristics

Parameter                              Value

Run status
  Run status    finished clean

Floorplan
  Core area    41290 um2
  Chip width    207.6 um
  Top-level port count    288
  Core utilization at floorplan    40.94%
  Die Ht    207.6 um
  Die Area    43100 um2
  Number of rows created at floorplan    74

STA
  Tcrit/Tclk final    95.66%
  Fmax    76.87 MHz
  Final count of hold timing violations    0
  RSZ-0062 raised after global routing    no
  Number of setup violations in the final report    0
  Relative slew slack    44.30%
  Total count of max-transition violations in the final report    0
  Min Clock Period, post-route    13.01 ns
  Total negative setup slack    0 ns
  Slew at the pin closest to its max-slew limit    0.8296 ns
  Final Hold Slack    6.811 ns

Synth
  Post-synth cell types    68
  Part of the Yosys area used for sequential elements    0%
  Post-synthesis area per instance    7.820 um2
  Post-Syn Instances    2162
  Cell accounting for the most synthesized area    ha_1
  Synthesized area    16910 um2
  Post-synth area from yosys stat    16910 um2
  Yosys warning count    1
  Fraction of post-synthesis cell area in the top cell type by area    32.41%
  Main area contributors after synthesis    ha_1 32%, xnor2_1 13%, fa_1 8.9%
  Yosys cell count    2162

Min path
  Class of the most critical hold timing path    in2out

Clocking
  Resized Gates After CTS    0
  Number of buffers added to fix hold violations after cts    0
  Post-CTS Setup Inserts    0

Final layout
  Fraction of final layout cells with drive strength greater than 1    1.471%
  Filler Cell Count    3947
  Post-synthesis to final-layout area growth    17.29%
  Register Area    0 um2
  Number of clock buffer instances in the layout    0
  Final std cell area, no fill    19830 um2
  Flop count    0

Routing
  Total number of vias    14100
  Inserted Diodes    0
  Number of DRC violations after detailed-routing iteration 0    493
  Detailed-route DRC error count    0
  Post-detailed-route via-to-cell ratio    4.844
  DRT antenna net count    0
  Wire length reported by the detailed router    43050 um
  Number of iterations in the first detailed-routing pass    4
  Routed WL per cell    14.79 um

Worst setup path
  Element type at the critical path end    output port
  Worst-path cell with the longest stage delay    fa_1
  Data arrival time at the worst-slack endpoint    10.29 ns
  Critical Path Max Stage Delay    0.55 ns
  Largest driver fanout on the critical path    6
  Kind of launch point of the worst setup path    input port
  Required time of the worst setup path    10.88 ns
  Crit Path Class    in2out

GRT
  Overall fraction of global-route tracks in use    20.38%
  Overflow left after global routing    0
  Wire length of the first global-routing pass    69320 um
  Via count of the first global-routing pass    13400
  Largest net degree at the start of global routing    12
  Initial antenna violation count    0

Placement
  Post-DP HPWL    39450 um
  Final estimated routing congestion in global placement    0.9535
  Number of port buffers    254
  Post-place instance area    19820 um2

Run
  # Max-Cap Violations    0
  Count of warning messages emitted by the tools    168
[layer usage]
metal,GRT usage (%),vias to the layer above,routed length (um)
met5,0,-,0
met4,0.5919,0,156
met3,0.9727,6,1271
met2,35.26,204,20620
met1,29.83,6433,21010
li1,-,7457,-
[cells by family after synthesis]
logic type / Yosys count / share of synthesized area, %
fa+ha+maj: 513 / 41.29
compound gates: 502 / 18.75
buf+inv: 476 / 11.83
xor+xnor: 362 / 19.63
simple gates: 306 / 8.347
mux: 2 / 0.1258
other cells: 1 / 0.02218
[per-stage QoR]
stage / cells / setup slack [ns] / util [%]
global placement: 2911 / 0.3710 / 47.99
floorplan: 2191 / 2.167 / -
finish: 2911 / 0.5904 / 48.02
CTS: 2911 / 0.3145 / 47.99
global route: 2911 / 0.03944 / 48.02
detailed placement: 2911 / 0.3283 / 47.99
[cells in the mapped netlist (7+ instances only)]
cell type,instances
o21a_1,19
xnor3_1,7
o21ai_0,65
nor2_1,140
xor2_1,103
xnor2_1,246
o21bai_1,88
nor3_1,28
a21o_1,57
o41ai_1,9
nand2_1,43
buf_2,9
nand3_1,14
fa_1,75
nand2b_1,26
inv_1,395
clkbuf_1,15
o21ai_1,7
a21oi_1,196
nor2b_1,23
buf_4,54
ha_1,438
[final timing paths]
kind | start | end | slack (ns) | depth (start not counted)
worst max-delay path | Ar5[1] | Yi3[11] | 0.59 | 31
worst min-delay path | Ar4[0] | Yr7[1] | 6.81 | 5
[placed cells by master (no fill, tap or decap), types with 3 or more instances in the layout]
cell type	n
o31a_1	6
clkdlybuf4s50_1	254
a21o_1	57
a21oi_1	196
a211oi_1	6
nand3_1	14
nor4_1	3
conb_1	30
buf_4	14
xor2_1	102
and3_1	5
nor3_1	28
o211ai_1	6
o21bai_1	88
nor2_1	140
xnor2_1	245
nand4_1	6
a21boi_0	3
and2_1	3
or3_1	4
nand2_1	43
or2_2	3
a221oi_1	3
o41ai_1	9
xnor3_1	7
o21ai_1	7
xnor2_2	5
o21ai_0	65
inv_1	395
ha_1	438
nand2b_1	26
fa_1	75
o31ai_1	6
nor3b_1	3
o21a_1	19
a31oi_1	5
nor2b_1	23
[layout make-up]
cell class                 instances  area, um2  share of cell area, %
tap                              532      665.6                  3.357
timing repair buffer             268       2648                  13.35
inverter                         396       1486                  7.496
multi-input combinational       1715      15030                  75.80
[critical path: cells and delay by family]
kind | cells | cell delay, ns
AND-OR/OR-AND | 7 | 1.60
XOR/XNOR | 2 | 0.49
adder cells (fa/ha/maj) | 8 | 2.92
buffers and inverters | 8 | 1.38
AND/OR/NAND/NOR | 6 | 1.18
