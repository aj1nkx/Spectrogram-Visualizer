[flow/design.v]
module sqrt (
	input wire clk ,
	input wire clr ,
	input wire go ,
	input wire [7:0] sw ,
	output wire done ,
	output wire [3:0] root
);
	wire lteflg, ald, sqld, dld, outld;
	assign done = outld;
	SQRTctrl sqrt1 (.clk(clk),
	.clr(clr),
	.lteflg(lteflg),
	.go(go),
	.ald(ald),
	.sqld(sqld),
	.dld(dld),
	.outld(outld)
	);
	SQRTpath sqrt2 (.clk(clk),
	.reset(clr),
	.ald(ald),
	.sqld(sqld),
	.dld(dld),
	.outld(outld),
	.sw(sw),
	.lteflg(lteflg),
	.root(root)
	);
endmodule
module SQRTctrl (
	input wire clk ,
	input wire clr ,
	input wire lteflg ,
	input wire go ,
	output reg ald ,
	output reg sqld ,
	output reg dld ,
	output reg outld
);
	reg[1:0] present_state, next_state;
	parameter start = 2'b00, test =2'b01, update = 2'b10,
	done = 2'b11;  
	always @(posedge clk or posedge clr)begin
		if (clr == 1)
		present_state <= start;
		else
		present_state <= next_state;
	end
	always @(*)begin
		case(present_state)
		start: if(go == 1)
		next_state = test;
		else
		next_state = start;
		test: if(lteflg == 1)
		next_state = update;
		else
		next_state = done;
		update: next_state = test;
		done: next_state = done;
		default next_state = start;
		endcase
	end
	always @(*)begin
		ald = 0; sqld = 0;
		dld = 0; outld = 0;
		case(present_state)
		start: ald = 1;
		test: ;
		update:
		begin
		sqld = 1; dld = 1;
		end
		done: outld = 1;
		default ;
		endcase
	end
endmodule
module SQRTpath (
	input wire clk ,
	input wire reset ,
	input wire ald ,
	input wire sqld ,
	input wire dld ,
	input wire outld ,
	input wire [7:0] sw ,
	output reg lteflg ,
	output wire [3:0] root
);
	wire [7:0] a;
	wire [8:0] sq, s;
	wire [4:0] del, dp2;
	wire [3:0] dm1;
	assign s = sq + {4'b0000, del};
	assign dp2 = del + 2;
	assign dm1 = del[4:1] - 1;
	always @(*)begin
		if(sq <= {1'b0,a})
		lteflg <= 1;
		else
		lteflg <= 0;
	end
	regr2 #(
		.N(8),
		.BIT0(0),
		.BIT1(0))
		aReg (.load(ald),
		.clk(clk),
		.reset(reset),
		.d(sw),
		.q(a)
	);
	regr2 #(
		.N(9),
		.BIT0(1),
		.BIT1(0))
		sqReg (.load(sqld),
		.clk(clk),
		.reset(reset),
		.d(s),
		.q(sq)
	);
	regr2 #(
		.N(5),
		.BIT0(1),
		.BIT1(1))
		delReg (.load(dld),
		.clk(clk),
		.reset(reset),
		.d(dp2),
		.q(del)
	);
	regr2 #(
		.N(4),
		.BIT0(0),
		.BIT1(0))
		outReg (.load(outld),
		.clk(clk),
		.reset(reset),
		.d(dm1),
		.q(root)
	);
endmodule
module regr2
	#(parameter N = 4,
	parameter BIT0 = 1,
	parameter BIT1 = 1)
	(input wire load ,
	input wire clk ,
	input wire reset ,
	input wire [N-1:0] d ,
	output reg [N-1:0] q
	);
	always @(posedge clk or posedge reset)
		if(reset == 1)begin
			q[N-1:2] <= 0;
			q[0] <= BIT0;
			q[1] <= BIT1;
		end
		else if(load == 1)
			q <= d;
endmodule
[flow/run.sh]
#!/bin/bash
# OpenROAD 26Q1-2900-gdf79404cd8, Yosys 0.63+post, stock flow scripts
make -C /OpenROAD-flow-scripts/flow DESIGN_CONFIG=/design/flow/config.mk WORK_HOME=/design/flow/orfs finish
[flow/config.mk]
export PLATFORM = sky130hd
export DESIGN_NAME = sqrt
export DESIGN_NICKNAME = sqrt
export VERILOG_FILES = /design/flow/design.v
export SDC_FILE = /design/flow/constraint.sdc
export NUM_CORES = 4
export LEC_CHECK = 1
export CORE_AREA = 10 10 105 105
export DIE_AREA = 0 0 115 115
[flow/constraint.sdc]
current_design sqrt

set clk_period 3.4
set clk_io_pct 0.2

create_clock -name clk0 -period $clk_period [get_ports {clk}]

set non_clock_inputs [all_inputs -no_clocks]
set_input_delay [expr $clk_period * $clk_io_pct] -clock clk0 $non_clock_inputs
set_output_delay [expr $clk_period * $clk_io_pct] -clock clk0 [all_outputs]
==> Slide: Implementation Results <==
Implementation Results

Logic synthesis
  • Main flop type: dfrtp_1
  • Count leader, synth: dfrtp_1
  • Fraction of registers with async set/reset: around 100%
  • Syn Inst Count: 149
  • Most instantiated cells after synthesis: 26 x dfrtp_1, 19 x inv_1, 17 x o21ai_0
  • Chip Area, Yosys: 1560 um2
  • Synth warnings: 6
  • Cell Area, Synth: 1560 um2
  • Synth top area share: a little over two fifths
  • EDFF count, synth: 0
  • Distinct lib cells used: 35
  • Top cell type by total area after synthesis: dfrtp_1
  • Syn Area/Cell: 10.5 um2
  • Seq share, synth: 46.6%
  • Yosys cell count: 149
  • Main area contributors: dfrtp_1 42%, ha_1 11%, o21ai_0 5.4%
  • Number of synthesized register bits: 29

Min path
  • Worst Hold End: sqrt1.present_state[2]
  • Min-delay src: sqrt1.present_state[1]
  • Hold Path Depth: 1
  • Worst Hold Class: register to register

Place
  • Dpl hpwl: 2340 um
  • Placer Congestion: roughly 0.78
  • Placed cells: 270
  • PortBufs: 15

Die
  • Die W: 115 um
  • Fp_density: 17.8%
  • Die Size: 13200 um2
  • FP Rows: 34
  • Die height: 115 um
  • IO Pins: 16
  • Core ar.: 8760 um2

Setup path
  • Worst R2R End: sqrt2.sqReg.q[8]
  • Critical path origin: sqrt1.present_state[3]
  • FF-to-FF path depth: 6
  • CP bufs+invs: 1
  • Critical-path cell list: clkdlybuf4s50_1
  • Max FO, Critical Path: 9
  • CP Data Arrival Time: 1.36 ns
  • Critical Path Slowest Stage Cell: dfrtp_1
  • Crit Path Class: register to output pin
  • Crit path DRT: roughly 2.7 ns
  • Flop-to-flop setup slack: approximately 1.5 ns
  • CP top delay family: flip-flops
  • Crit. End Element: output pin
  • Critical Path Source Type: register
  • R2r startpoint: sqrt2.delReg.q[1]
  • CP peak stage delay: 0.55 ns

Global routing
  • Initial antenna violation count: 0
  • Vias in the first global route: 1130
  • First-pass GRT wire length: 5360 um
  • Largest net degree at the start of global routing: 18
  • GRT Overall Usage: 4.90%
  • Global route overflow: 0

Drt
  • Post-route DRC violation count: 0
  • Vias/cell: 3.93
  • Detailed-route via count: between 1000 and 1500
  • DRT iter0 DRCs: 49
  • WL/cell: 10.9 um
  • Antenna fix cells: 0
  • Detailed Route WL: 3030 um
  • ANT nets after route: 0
  • First-pass DRT Iterations: 4

Outcome
  • Outcome: complete, no violations

Final timing
  • Period utilisation layout: 60.1%
  • Fin. max-slew vios: 0
  • Clock skew: a little over 0.005 ns
  • Worst Tran Pin Value: 0.808 ns
  • Setup Viol. Count Final: 0
  • Slew HR: 45.8%
  • Unrepaired setup endpoints after global routing: no
  • Fin crit period: 2.04 ns
  • F_max: around 490 MHz
  • Setup Total Neg Slack: 0 ns
  • Fin. Hold Viols: 0

Layout
  • Fin cells: 278
  • Layout area overhead: 23.5%
  • Layout cell share with drive strength beyond 1: 11.8%

Pwr
  • VDD IR max: approximately 0.12 mV
  • PD cells: around 360 nW/um2
  • Leakage: 0.852 nW

Run
  • Log Warnings: 26
  • Max Cap Viol: 0

Clock tree
  • CTS Root Cell: clkbuf_8
  • CTS tree: built
  • H-tree lvl count: 2
  • Inserted Clock Buffers: 5
  • Setup Fix Bufs, Post-CTS: 0
  • Insertion delay at the late pin of the worst-skew pair: 0.27 ns
  • Gates resized, CTS repair: 0
  • Hold-fix buffers at CTS: 0
  • Bufs on Longest Clock Path: 2
  • Clk slew on worst S/H paths: 0.06 ns
  • Sink Count: 29
how the worst max path moves through the flow:
stage / end / slack [ns] / cells after the start
CTS: done / 1.33 / 1
global route: done / 1.29 / 1
finish: done / 1.36 / 1
where the power goes:
part           leakage, nW   total, W  internal [W]  switching [W]
logic                0.425  0.0000304     0.0000156      0.0000149
clock network       0.0542   0.000304      0.000182       0.000122
registers            0.372   0.000352      0.000350     0.00000139
metrics by stage:
step / util, % / setup slack (ns) / power (W) / hold slack [ns] / area (um2)
after floorplan: - / 1.63 / 0.000372 / 0.430 / 1560
final: 22.0 / 1.36 / 0.000686 / 0.484 / 1930
after CTS: 22.0 / 1.33 / 0.000698 / 0.489 / 1930
after global placement: 20.9 / 1.54 / 0.000388 / 0.476 / 1830
after detailed placement: 20.9 / 1.52 / 0.000389 / 0.479 / 1830
after global routing: 22.0 / 1.29 / 0.000721 / 0.513 / 1930
layout make-up:
| cell class | instances | area (um2) |
|---|---|---|
| Fill cell | 941 | 6830 |
| Multi-Input combinational cell | 98 | 737 |
| Sequential cell | 29 | 729 |
| Timing Repair Buffer | 16 | 158 |
| Tap cell | 108 | 135 |
| Clock buffer | 7 | 96.3 |
| Inverter | 19 | 71.3 |
| Clock inverter | 1 | 5.00 |
sequential cells by signal, indices dropped and copies added, names as in the netlist:
name                 flops
sqrt1.present_state      4
sqrt2.aReg.q             8
sqrt2.delReg.q           4
sqrt2.outReg.q           4
sqrt2.sqReg.q            9
logic make-up after synthesis:
logic type      synth area share, %
compound gates                 15.6
simple gates                   12.0
flops                          46.6
buf+inv                        6.24
fa+ha+maj                      12.5
xor+xnor                       5.60
mux                            1.44
per-layer routing:
metal	GRT usage, %	vias to the layer above	share of wire, %
met2	7.51	20	45
met5	0	-	0
li1	-	551	-
met3	1.95	6	8.0
met4	0.825	0	2.1
met1	6.52	515	45
cell usage in the layout (no fill, tap or decap), types with 3 or more instances in the layout:
cell	synthesis	layout
xnor2_1	8	8
a21oi_1	4	4
clkbuf_8	0	7
nor2b_1	3	3
nand2_1	15	15
a211oi_1	4	4
nor2_1	3	3
clkdlybuf4s50_1	0	15
o21ai_0	17	17
inv_1	19	19
ha_1	14	14
dfrtp_1	26	26
dfstp_2	3	3
No activity file was given, so power comes from the tool's default toggle rates.
