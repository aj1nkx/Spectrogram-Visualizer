File: /design/flow/design.v
module BinomialSqrt(InputReal,InputImaginary,OutputAnswer,SqrtClock);
	parameter N=3'd7;
	parameter M=(N*TWO)+3'd1;
	parameter TWO=2'd2;
	input [N:0] InputReal;
	input [N:0] InputImaginary;
	input SqrtClock;
	output [N:0] OutputAnswer;
	reg [M:0] SquareStore;
	wire [N:0] InputReal;
	wire [N:0] InputImaginary;
	reg [N:0] OutputAnswer;
	always@(posedge SqrtClock)begin
		case(InputReal>InputImaginary)
			1'b0:begin
				SquareStore=InputImaginary*InputImaginary;
				OutputAnswer=InputReal+(SquareStore/(InputReal*TWO));
			end
			1'b1:begin
				SquareStore=InputReal*InputReal;
				OutputAnswer=InputImaginary+(SquareStore/(InputImaginary*TWO));
			end
		endcase
	end
endmodule
File: /design/flow/constraint.sdc
current_design BinomialSqrt

set clk_period 15.9
set clk_io_pct 0.2

create_clock -name clk0 -period $clk_period [get_ports {SqrtClock}]

set non_clock_inputs [all_inputs -no_clocks]
set_input_delay [expr $clk_period * $clk_io_pct] -clock clk0 $non_clock_inputs
set_output_delay [expr $clk_period * $clk_io_pct] -clock clk0 [all_outputs]
File: /design/flow/run.sh
#!/bin/bash
# OpenROAD 26Q1-2900-gdf79404cd8, Yosys 0.63+post, stock flow scripts
make -C /OpenROAD-flow-scripts/flow DESIGN_CONFIG=/design/flow/config.mk WORK_HOME=/design/flow/orfs finish
File: /design/flow/config.mk
export PLATFORM = sky130hd
export DESIGN_NAME = BinomialSqrt
export DESIGN_NICKNAME = BinomialSqrt
export VERILOG_FILES = /design/flow/design.v
export SDC_FILE = /design/flow/constraint.sdc
export NUM_CORES = 4
export LEC_CHECK = 1
export CORE_UTILIZATION = 50
==> PnR_summary.wiki <==
== Metrics ==
{| class="wikitable"
! Metric !! Value
|-
| Run status || complete, no violations
|-
| Highest cell delay on the worst timing path || 0.42 ns
|-
| Pin count of the biggest net entering global routing || 18
|-
| Placement-stage worst setup slack || -0.576 ns
|-
| Period Utilization, post-route || 0.975
|-
| Highest attainable clock frequency || 0.0645 GHz
|-
| Critical path peak fanout || 7
|-
| Vias per Instance || 5.25
|-
| Utilization of the core after routing || 0.776
|-
| Vias in the first global route || 3237
|-
| Number of buffers created by CTS || 3
|-
| Total number of H-tree levels || 1
|-
| Ys cells || 404
|-
| Synth warn || 1
|-
| Cell at the slowest stage of the critical path || sky130_fd_sc_hd__fa_1
|-
| Worst supply voltage drop on vdd || 0.230 mV
|-
| Data required time of the critical path || 16.01 ns
|-
| Chip Footprint || 6900 um^2
|-
| I/O pin count || 25
|-
| Leakage power of the design || 2.54 nW
|-
| Number of distinct library cells after synthesis || 51
|-
| Critical Path Source || InputImaginary[2]
|-
| Routed WL per cell || 14.3 um
|-
| Number of enable flip-flop cells || 0
|-
| DP Cell Count || 597
|-
| Die height || 83.1 um
|-
| Layout area overhead || 49.9%
|-
| Final setup violation count || 0
|-
| Number of placement rows || 29
|-
| Post-CTS Hold Buffers || 0
|-
| Final wirelength || 8850 um
|-
| # port buffers || 24
|-
| Overall power after layout || 0.000977 W
|-
| Most frequent cell on the critical path || sky130_fd_sc_hd__o21a_1
|-
| Crit. End Element || flip-flop
|-
| Most used logic cell in the final layout || sky130_fd_sc_hd__buf_4
|-
| Register bit count reported by yosys || 8
|-
| Maximum clock path buffer count || 2
|-
| Cell area after synthesis || 3290 um^2
|-
| Antenna diode count || 0
|-
| Total tool warning count || 29
|-
| Core area || 6350 um^2
|-
| Final critical delay including setup and external delays || 15.50 ns
|-
| Router iterations before antenna repair || 4
|-
| Combined global-route utilization of all metal layers || 0.259
|-
| Setup ws final || 0.400 ns
|-
| Dpl hpwl || 6940 um
|-
| Antenna violations before repair || 0
|-
| Kind of cell adding the most delay to the critical path || AND-OR/OR-AND gates
|-
| Global-route wire length before repair || 14600 um
|-
| Measured slew at the worst slew-check pin || 0.675 ns
|-
| Number of sinks on the clock net || 8
|-
| Number of design-rule violations left by the first detailed-router iteration || 249
|-
| Headroom to the max-slew limit || 0.545
|-
| Horizontal extent of the die || 83.1 um
|-
| Post-CTS clock slew at the launch and capture registers of the worst setup and hold paths || 0.04 ns
|-
| Critical path start-end classification || primary input to flip-flop
|-
| Synth Seq Share || 0.0487
|-
| Chip Area, Yosys || 3290 um^2
|-
| Max-cap violations || 0
|-
| DRC violation count after routing || 0
|-
| Worst setup SP type || primary input
|-
| Final Hold Violation Tally || 0
|-
| Fraction of final layout cells with drive strength greater than 1 || 0.399
|-
| Gate count of the mapped netlist || 404
|-
| Master cell of the clock root buffer || sky130_fd_sc_hd__clkbuf_8
|-
| Fraction of the core area occupied by cells at floorplan || 0.518
|-
| Buf+Inv Stages, Crit Path || 10
|-
| Detailed-route via count || 3245
|-
| Routability congestion estimate || 0.905
|-
| Predominant post-synthesis flop cell || sky130_fd_sc_hd__dfxtp_1
|-
| Proportion of register bits with asynchronous set or reset after synthesis || 0
|-
| Class of the worst hold path || primary input to flip-flop
|-
| Remaining antenna violation count || 0
|-
| Top logic cells by instance count in the layout || 110 x sky130_fd_sc_hd__buf_4, 54 x sky130_fd_sc_hd__ha_1, 49 x sky130_fd_sc_hd__inv_1, 26 x sky130_fd_sc_hd__nor2_1, 25 x sky130_fd_sc_hd__xnor2_1
|-
| Final Max Tran Viols || 0
|-
| Ratio of total power to cell area || 198 nW/um^2
|-
| Total global routing overflow || 0
|-
| Largest register FFs || 8
|-
| Non-filler cells in the finished layout || 618
|-
| Data arrival time of the critical path || 15.61 ns
|-
| CTS tree || done
|-
| Worst Min Path Start || InputReal[1]
|-
| Mean cell area of the mapped netlist || 8.14 um^2
|}
## final timing paths
path,to,slack (ns),cells after the start
setup / recovery,OutputAnswer[6],0.40,69
hold / removal,OutputAnswer[1],3.74,4
## logic make-up after synthesis
group                    count (synthesis)  synth area share
adder cells (fa/ha/maj)                 89             0.382
flip-flops                               8            0.0487
multiplexers                            13            0.0461
XOR/XNOR                                33            0.0879
buffers and inverters                   65            0.0742
AND-OR/OR-AND                           96             0.207
AND/OR/NAND/NOR                        100             0.154
## report_power, final
group	switching (W)	internal [W]	total, W	leakage (nW)
Combinational	0.000411	0.000507	0.000918	2.45
Clock	0.00000719	0.0000163	0.0000235	0.0216
Sequential	0.00000234	0.0000325	0.0000348	0.0675
Total	0.000421	0.000556	0.000977	2.54
## cells in the mapped netlist, types with 3 or more instances
| library cell | number | share of area |
|---|---|---|
| sky130_fd_sc_hd__xnor2_1 | 26 | 0.069 |
| sky130_fd_sc_hd__nand2_1 | 17 | 0.019 |
| sky130_fd_sc_hd__mux2i_1 | 5 | 0.015 |
| sky130_fd_sc_hd__o211ai_1 | 3 | 0.0069 |
| sky130_fd_sc_hd__fa_1 | 19 | 0.12 |
| sky130_fd_sc_hd__nor2b_1 | 3 | 0.0057 |
| sky130_fd_sc_hd__xor2_1 | 7 | 0.019 |
| sky130_fd_sc_hd__a21oi_1 | 26 | 0.040 |
| sky130_fd_sc_hd__inv_1 | 62 | 0.071 |
| sky130_fd_sc_hd__nor2_1 | 36 | 0.041 |
| sky130_fd_sc_hd__nor3_1 | 16 | 0.024 |
| sky130_fd_sc_hd__mux2_2 | 7 | 0.024 |
| sky130_fd_sc_hd__o21a_1 | 12 | 0.027 |
| sky130_fd_sc_hd__or3_1 | 3 | 0.0057 |
| sky130_fd_sc_hd__o21bai_1 | 5 | 0.011 |
| sky130_fd_sc_hd__a21o_1 | 12 | 0.027 |
| sky130_fd_sc_hd__ha_1 | 70 | 0.27 |
| sky130_fd_sc_hd__o21ai_1 | 3 | 0.0046 |
| sky130_fd_sc_hd__and2_1 | 8 | 0.015 |
| sky130_fd_sc_hd__a31oi_1 | 3 | 0.0057 |
| sky130_fd_sc_hd__dfxtp_1 | 8 | 0.049 |
| sky130_fd_sc_hd__o211a_1 | 3 | 0.0091 |
| sky130_fd_sc_hd__o21ai_0 | 13 | 0.020 |
## routing by layer
metal / vias up / global-route usage / part of all wire
met5: - / 0 / 0
met4: 0 / 0.0251 / 0.0069
met3: 6 / 0.0202 / 0.030
met2: 52 / 0.417 / 0.45
met1: 1506 / 0.401 / 0.51
li1: 1681 / - / -
## metrics by stage
step	area, um^2	TNS (ns)	hold slack (ns)
2_1_floorplan	3290	0	3.44
3_3_place_gp	4320	-1.10	3.84
3_5_place_dp	4320	-2.08	3.84
4_1_cts	4490	0	3.86
5_1_grt	4930	-0.411	3.77
6_report	4930	0	3.74
## what timing repair did
item,CTS,global route
setup buffers,4,14
gates resized,31,82
setup endpoints to repair,5,7
pin swaps,15,54
## final cells by class
cell class,instances,area (um^2)
inverter,63,240
clock buffer,3,41.3
fill,422,1420
sequential,8,160
multi-input combinational,331,3290
timing repair buffer,136,1090
tap,77,96.3
No activity file was given, so power comes from the tool's default toggle rates.
